[design/flow/config.mk]
export PLATFORM = sky130hd
export DESIGN_NAME = ripple_carry_adder_sub_4bit
export DESIGN_NICKNAME = ripple_carry_adder_sub_4bit
export VERILOG_FILES = /design/flow/design.v
export SDC_FILE = /design/flow/constraint.sdc
export NUM_CORES = 4
export LEC_CHECK = 1
export CORE_AREA = 10 10 70 70
export DIE_AREA = 0 0 80 80
[design/flow/constraint.sdc]
current_design ripple_carry_adder_sub_4bit

set clk_period 3.6
set clk_io_pct 0.2

create_clock -name clk0 -period $clk_period

set non_clock_inputs [all_inputs -no_clocks]
set_input_delay [expr $clk_period * $clk_io_pct] -clock clk0 $non_clock_inputs
set_output_delay [expr $clk_period * $clk_io_pct] -clock clk0 [all_outputs]
[design/flow/design.v]
module ripple_carry_adder_sub_4bit (sum,carry,a,b,M);
output [3:0] sum;        
output carry;
input [3:0] a;
input [3:0] b;
input M;
wire [2:0] c;
wire [3: 0] b_xor_M;
xor (b_xor_M[0], b[0], M);
xor (b_xor_M[1], b[1], M);
xor (b_xor_M[2], b[2], M);
xor (b_xor_M[3], b[3], M);
FA FA0 (.s(sum[0]),.co(c[0]),.a(a[0]),.b(b_xor_M[0]),.ci(M));
FA FA1 (.s(sum[1]),.co(c[1]),.a(a[1]),.b(b_xor_M[1]),.ci(c[0]));
FA FA2 (.s(sum[2]),.co(c[2]),.a(a[2]),.b(b_xor_M[2]),.ci(c[1]));
FA FA3 (.s(sum[3]),.co(carry),.a(a[3]),.b(b_xor_M[3]),.ci(c[2]));
endmodule
module FA (s,co,a,b,ci);
output s,co;
input a,b,ci;
wire pp1,pp2,pp3,pp4,a_b,b_b,c_b,px1,px2,px3,px4,px5,px6,px7,px8,x1,x2;
 not (a_b,a);  
 not (b_b,b);  
 not (c_b,ci);  
 and (px1,a_b,b);
 and (px2,px1,c_b);
 and (px3,a,b_b);
 and (px4,px3,c_b);
 and (px5,a,b);
 and (px6,px5,ci);
 and (px7,a_b,b_b);
 and (px8,px7,ci);
 or (x1,px2,px4);
 or (x2,px6,px8);
 or (s,x1,x2);
 and (pp1,a,b);
 and (pp2,b,ci);
 and (pp3,a,ci);
 or (pp4,pp1,pp2);
 or (co,pp4,pp3);
endmodule
[design/flow/run.sh]
#!/bin/bash
# OpenROAD 26Q1-2900-gdf79404cd8, Yosys 0.63+post, stock flow scripts
make -C /OpenROAD-flow-scripts/flow DESIGN_CONFIG=/design/flow/config.mk WORK_HOME=/design/flow/orfs finish
==> impl_metrics.json <==
{
  "slew_violations": 0,
  "worst_slew_pin_slew_ns": 0.245,
  "num_vias": 153,
  "slowest_stage": "clkdlybuf4s50_1",
  "avgSynthCellArea_sq_um": 8.26,
  "critPathArrivalTime_ns": 2.80,
  "holdCritStartpoint": "a[0]",
  "end_kind": "output port",
  "globalplace.congestion": 0.767,
  "crit_type": "in -> out",
  "wirelength_um": 519,
  "warning_count": 32,
  "cp_max_fo": 3,
  "fp_util_pct": 4.84,
  "post-route-drc-count": 0,
  "pin_count": 14,
  "topCellsByArea": "xnor2_1 (27%), fa_1 (24%), buf_4 (18%)",
  "final_cell_area_sq_um": 363,
  "antenna_left": 0,
  "synth_seq_share_pct": 0,
  "power_density_nw_per_um2": 167,
  "wl_per_cell_um": 6.65,
  "dr.pass1.iters": 1,
  "yosys_cells": 20,
  "timing.fmax_mhz": 284,
  "min_period_ns": 3.52,
  "area_growth_pct": 120,
  "clock_buffers": 0,
  "synth-warning-count": 0,
  "port-buffer-count": 14,
  "diodes": 0,
  "synth_dominant_cell_count": "xnor2_1",
  "synth_cells": 20,
  "place_area_sq_um": 348,
  "final-comb-area_sq_um": 140,
  "fillers": 403,
  "whs_endpoint": "sum[0]",
  "finalClockPeriodUsage_pct": 97.8,
  "cp_cell_sequence": "dlygate4sd2_1 > xnor2_2 > fa_2 > fa_2 > xnor2_2 > xnor2_1 > clkdlybuf4s50_1",
  "yosys-top-cells-count": "xnor2_1 (5), buf_4 (4), inv_1 (4)",
  "status": "completed",
  "gr-usage-all-layers_pct": 1.46,
  "holdPathStages": 3,
  "drtIter0Drc": 0,
  "hp-class": "in -> out",
  "seq_cells": 0,
  "maxCapViolCount": 0,
  "setup_viol": 0,
  "hold_viol": 0,
  "grt-ovfl-total": 0,
  "grt_pass1_wl_um": 738,
  "finalSetupTns_ns": 0,
  "syn-cell-area_sq_um": 165,
  "leakage_nw": 0.142,
  "seq_area_sq_um": 0,
  "dp_hpwl_um": 477,
  "grt_max_degree": 4,
  "slowest_delay_ns": 0.48,
  "synth_cell_type_count": 9,
  "top_cell_area_share_pct": 26.5,
  "drive_above_1_share_pct": 18.8,
  "cts-hold-fix-buffers": 0,
  "critPathLaunchType": "primary input",
  "rows": 21,
  "dieArea_sq_um": 6400,
  "grt_pass1_vias": 165,
  "grt_setup_unrepaired": "no",
  "die_w_um": 80,
  "maxSlewHeadroom_pct": 83.5,
  "core_area_sq_um": 3420,
  "via_per_inst": 1.96,
  "ir_drop_v": 0.0000743,
  "antenna_found_initial": 0,
  "yosys_area_sq_um": 165,
  "die_h_um": 80,
  "required_ns": 2.88,
  "largest_area_cell": "xnor2_1"
}
-- layout by cell type, fill, tap and decap left out, drive strengths merged --
cell type / count
xnor2: 5
inv: 4
mux2i: 1
nor2b: 1
fa: 2
buf: 2
nand2b: 1
dlygate4sd2: 4
clkdlybuf4s50: 10
o21ai: 1
xor2: 1
-- repair_timing --
action / in CTS / in global routing
buffers inserted: 0 / 0
gates resized: 8 / 0
endpoints found under the setup margin: 2 / 0
-- kinds of logic after synthesis --
family                   after synthesis  share of synthesized area, %
XOR/XNOR                               6                          31.8
buffers and inverters                  8                          27.3
AND-OR/OR-AND                          1                          3.03
AND/OR/NAND/NOR                        2                          7.58
adder cells (fa/ha/maj)                2                          24.2
multiplexers                           1                          6.06
-- how the worst max path moves through the flow --
stage,cells past startpoint,startpoint,slack [ns],to
CTS,7,M,0.07,sum[3]
global route,7,M,0.01,sum[3]
finish,7,M,0.08,sum[3]
-- cell type report --
class                      count  share of cell area (%)
inverter                       4                    4.14
tap                           46                    15.9
timing repair buffer          16                    41.4
multi-input combinational     12                    38.6
-- through the flow --
stage                     hold slack, ns  total power [W]  setup WS [ns]  utilization, %  std cells
after floorplan                     1.51        0.0000314          0.808               -         20
after global placement              2.41        0.0000572         -0.200            10.2         78
after detailed placement            2.41        0.0000579         -0.190            10.2         78
after CTS                           2.14        0.0000614         0.0680            10.6         78
after global routing                2.16        0.0000676         0.0136            10.6         78
final                               2.13        0.0000607         0.0804            10.6         78
-- worst max-delay path: cells and delay by family --
family                   cells  cell delay (ns)
adder cells (fa/ha/maj)      2             0.85
buffers and inverters        2             0.77
XOR/XNOR                     3             0.45
-- per-layer routing --
metal	global-route usage [%]	up-vias	wire, um
li1	-	79	-
met2	1.61	13	124
met3	1.48	0	132
met4	0	0	0
met5	0	-	0
met1	1.99	61	262
-- report_power, final --
part | internal [W] | switching, W
clock | 0 | 0
sequential | 0 | 0
combinational | 0.0000422 | 0.0000185
Power and IR drop assume default switching activity.
